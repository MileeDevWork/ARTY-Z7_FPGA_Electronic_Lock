<file path="./run.sh">
#!/bin/bash
# OpenROAD 26Q1-2900-gdf79404cd8, Yosys 0.63+post, stock flow scripts
make -C /OpenROAD-flow-scripts/flow DESIGN_CONFIG=/design/flow/config.mk WORK_HOME=/design/flow/orfs finish
</file>
<file path="./config.mk">
export PLATFORM = sky130hd
export DESIGN_NAME = l_seg_display
export DESIGN_NICKNAME = l_seg_display
export VERILOG_FILES = /design/flow/design.v
export SDC_FILE = /design/flow/constraint.sdc
export NUM_CORES = 4
export LEC_CHECK = 1
export CORE_UTILIZATION = 40
</file>
<file path="./constraint.sdc">
current_design l_seg_display

set clk_period 4.4
set clk_io_pct 0.2

create_clock -name clk0 -period $clk_period [get_ports {clk_in}]

set non_clock_inputs [all_inputs -no_clocks]
set_input_delay [expr $clk_period * $clk_io_pct] -clock clk0 $non_clock_inputs
set_output_delay [expr $clk_period * $clk_io_pct] -clock clk0 [all_outputs]
</file>
<file path="./design.v">
`timescale 1ns / 1ps
module button_push(
    input clk_in, button_in,
    output reg button_out = 'd0
);
reg [27:0] counter = 28'd0;
wire clk_1000hz;
clk_divider #(.DIV(28'd1000)) clk_1ms(clk_in, 'd0, clk_12500hz);        
always @(posedge clk_12500hz) begin
    if (button_in) begin
        counter <= counter + 28'd1;
        if (counter >= 28'd50) begin  
            button_out <= 1'd1;
        end
        if (counter >= 28'd1000) begin  
            button_out <= 1'd0;
        end
    end
    else begin
        counter <=28'd0;
        button_out <= 1'd0;
    end
end
endmodule
module button_push_v1(
    input clk_in, button_in,
    output reg button_out = 'd0
);
reg [27:0] counter = 28'd0;
reg tog = 'd0;
wire clk_1000hz;
clk_divider #(.DIV(28'd1000)) clk_1ms(clk_in, 'd0, clk_12500hz);         
always @(posedge clk_12500hz) begin
    if (!button_in && !tog) begin
        button_out <= 1'b1;
    end
    else if (!button_in && tog) begin
        counter <= counter + 1'b1;
        if (counter >= 'd0 && counter <= 'd20) begin
            button_out <= 1'b0;
        end
        else if (counter > 'd20) begin
            tog <= 'b0;
            counter <= 'd0;
        end
    end
    else begin
        tog <= 1'b1;
    end
end
endmodule
module button_press(
    input clk_in, button_in,
    output reg button_out = 'd0
);
reg [27:0] counter = 28'd0;
wire clk_1000hz;
clk_divider #(.DIV(28'd1000)) clk_1ms(clk_in, 'd0, clk_12500hz);         
always @(posedge clk_12500hz) begin
    if (button_in) begin
        counter <= counter + 28'd1;
        if (counter >= 28'd3000) begin  
            button_out <= 1'd1;
            if (counter > 28'd3020) begin  
                button_out <= 1'd0;
            end
        end 
    end
    else begin
        counter <=28'd0;
        button_out <= 1'd0;
    end
end
endmodule
module clk_divider(
    input clk_ht, 
    input reset,
    output reg clk_di);
    reg [27:0] counter = 28'd0;
    localparam CLK = 28'd125000000;  
    parameter DIV = 28'd1;
    always @(posedge clk_ht)
    begin
        if (reset == 1'b0) begin
            counter <= counter + 28'd1;
            if(counter >= CLK/DIV - 1) 
            begin
                counter <= 28'd0;
            end
            clk_di <= (counter<CLK/(2*DIV))?1'b1:1'b0; 
        end
        else if (reset == 1'b1) begin
            clk_di <= 1'b0;
            counter <= 28'd0;
        end
    end
endmodule
`timescale 1ns / 1ps
module l_seg_display(
    input clk_in, confirm, reset, enb_count,
    input [15:0] led_cnt16,
    input [3:0] value_4bit,
    output reg [15:0] led7_out = 16'hFFFF, 
    output reg [15:0] pw_16bit,
    output reg enough = 1'b0
);
    reg [27:0] blink_counter = 28'd0;
    reg [3:0] reg0 = 4'b1111;
    reg [3:0] reg1 = 4'b1111;
    reg [3:0] reg2 = 4'b1111;
    reg [3:0] reg3 = 4'b1111;
    reg toggle_display = 1'b1;
    reg [3:0] count = 4'd0;
    wire clk_12500hz, button;
    button_push bt(clk_in, confirm, button);
    clk_divider #(.DIV(28'd12500)) clk_out2(clk_in, 'd0 ,clk_12500hz);
    always @(posedge clk_12500hz ) begin
            if (enb_count) begin
            led7_out <= led_cnt16;
            end else begin
            reg3 <= value_4bit;
            blink_counter <= blink_counter + 1;
            if (blink_counter == 28'd12500) begin 
                toggle_display <= ~toggle_display;
                blink_counter <= 28'd0;
            end
            if (button == 1'd1) begin
                led7_out <= {reg0, reg1, reg2, reg3};
                toggle_display <= 1'd1;
            end
            else if (toggle_display == 1'b0 && count <= 4'd3) begin
                led7_out <= {reg0, reg1, reg2, 4'b1111}; 
            end
            else if (toggle_display == 1'b1 && count <= 4'd3)
                led7_out <= {reg0, reg1, reg2, reg3}; 
            end
        end
    always @(posedge (button) or posedge reset) begin
        if (reset) begin
            reg2 <= 4'b1111;
            reg1 <= 4'b1111;
            reg0 <= 4'b1111;
            count <= 0;
            enough <= 1'b0;
        end 
        else begin
        if (button & !enb_count) begin
            case (count)
                4'd0: begin
                    reg2 <= reg3;
                    reg1 <= 4'b1111;
                    reg0 <= 4'b1111;
                    count <= count + 4'd1;
                end
                4'd1: begin
                    reg2 <= reg3;
                    reg1 <= reg2;
                    reg0 <= 4'b1111;
                    count <= count + 4'd1;
                end
                4'd2: begin
                    reg2 <= reg3;
                    reg1 <= reg2;
                    reg0 <= reg1;
                    count <= count + 4'd1;
                end
                4'd3: begin
                    count <= count + 4'd1;
                    pw_16bit <= {reg0, reg1, reg2, reg3};
                    enough <= 1'b1;
                end
                default: begin end
            endcase
        end
    end
end
endmodule
</file>
==> Slide: Implementation Results <==
Physical Implementation Snapshot

Critical path
  – WP data required: 4.63 ns
  – Reg2Reg Setup Slack: 2.29 ns
  – Critical path type: flop to flop
  – Max FO, Critical Path: 17
  – CP endpoint kind: flop
  – CP Launch Type: flop
  – Crit path DAT: approximately 2.4 ns
  – Crit Reg-Reg Startpoint: bt.clk_1ms.counter[0]
  – Reg2reg path depth: 5
  – Reg-to-reg critical path endpoint: bt.clk_1ms.counter[15]

Place
  – GPL Wtd Cong: approximately 0.85
  – Post-place setup slack: between 2 and 2.5 ns
  – IO buf count: 56
  – Post-DP HPWL: a little over 8000 µm
  – Placed cell count: 912

CTS
  – Latency at later pin: slightly above 0.3 ns
  – CTS root buf: clkbuf_16
  – Clock Tree Buf Depth: 2
  – Post-CTS Setup Repair Bufs: 0
  – CTS tree: done
  – CTS hold repair buffers: 0
  – H-tree lvl count: 3
  – Clock slew at reported path FFs: approximately 0.05 ns
  – Num CTS Buffers: 9
  – Post-CTS sizing: 0

Synth
  – Area leader share: 27.94%
  – Largest cells by area: edfxtp_1 (28%), dfxtp_1 (25%), xnor2_1 (5.0%), dfstp_2 (4.5%), nor2_1 (4.3%)
  – Ys cells: roughly 630
  – Seq share, synth: 59.17%
  – FF+latch count, synth: between 150 and 200
  – Mean Syn Cell Area: 11.18 µm²
  – Async set-reset flop share out of synthesis: between 10% and 20%
  – Post-synth EDFFs: 65
  – Chip Area, Yosys: between 0.006 and 0.007 mm²
  – Synth area leader: edfxtp_1
  – Synth top cell by count: dfxtp_1
  – Syn Std Cell Area: 0.006987 mm²
  – Top cells by count: dfxtp_1 (87), nor2_1 (80), edfxtp_1 (65)
  – Ys flop type: dfxtp_1
  – Yosys warns: 6
  – Post-synthesis cell count: 625
  – Yosys cell types: 53

Drt
  – DR DRC count: 0
  – Routed Antenna Nets: 0
  – Via density: 5.026
  – DR iter-0 viols: 231
  – DRT Pass-1 Iters: 4
  – Avg WL per Cell: roughly 13 µm
  – # diodes: 0
  – Drt total wl: 11730 µm
  – Detailed-route via count: around 4700

Job
  – Max cap viols: 0
  – OpenROAD warning count: 31

Layout
  – Area of the multi-input gates: around 0.0028 mm²
  – Synth-to-Final Area Change: 16.64%
  – FF+latch area: 0.004134 mm²
  – Fill cells: 1508
  – Share of layout cells above drive strength 1: just under 7%
  – Layout Cells excl Fill: 928

Power and ir drop
  – Total Power: 1277 µW
  – Leakage power: 0.002833 µW
  – Peak VDD IR: 320.6 µV
  – Power density over the cells: 156.7 mW/mm²

Worst hold path
  – HP Class: flop to flop
  – Hold endpoint: bt.clk_1ms.counter[0]
  – WHS Path Cells: 1
  – Hold wc startpoint: bt.clk_1ms.counter[0]

STA
  – Final count of hold timing violations: 0
  – Hold WS: ~0.46 ns
  – Fin. max-slew vios: 0
  – Setup TNS: 0 ns
  – Worst Slack Setup Final: approximately 2.3 ns
  – Clock Skews: 0.004266 ns
  – Unrepaired setup endpoints after global routing: no
  – Endpoints left unconstrained: 209
  – Worst Tran Pin Value: 0.8712 ns
  – Worst rel slew slack: 41.16%
  – Final setup viols: 0
  – Count of unclocked register or latch pins: 111
  – Part of the cycle the worst path needs: 47.98%
  – F_max: 473.7 MHz
  – Post-route minimum period: around 2.1 ns

Floorplanning
  – Floorplan core density: about two fifths
  – Core area: 0.01682 mm²
  – Total die size: 0.01800 mm²
  – Rows: 47
  – Die Y: 134.2 µm
  – # IOs: around 57
  – Die width: 134.2 µm

Outcome
  – Status: finished, final reports clean

Global routing
  – Total GRT Usage: 14.36%
  – First-pass GRT wire length: between 20000 and 25000 µm
  – Vias in the first global route: roughly 4500
  – Initial antenna violation count: 0
  – Pin count of the biggest net entering global routing: ~50
  – GR Overflow Total: 0
per-stage QoR:
| stage | utilization [%] | area [µm²] |
|---|---|---|
| floorplan | - | 7077 |
| global placement | 46.67 | 7850 |
| detailed placement | 46.67 | 7850 |
| CTS | 48.45 | 8149 |
| global route | 48.45 | 8149 |
| finish | 48.45 | 8149 |
layout make-up:
| class | instances | area share, % |
|---|---|---|
| clock inverter | 2 | 0.4299 |
| multi-input combinational | 440 | 33.92 |
| sequential | 169 | 50.73 |
| clock buffer | 14 | 3.240 |
| timing repair buffer | 60 | 7.247 |
| inverter | 23 | 1.059 |
| tap | 220 | 3.378 |
worst max-delay path, cell delays in order, from the launching register on:
cell	delay, ns
dfxtp_1	0.33
ha_1	0.26
a2111o_1	0.41
a311o_1	0.35
a211o_1	0.47
a21oi_1	0.21
cell usage in the layout (no fill, tap or decap), types with 14 or more instances in the layout:
master           synthesis  routed
inv_1                   22      22
xor2_1                  20      20
edfxtp_1                65      65
clkdlybuf4s50_1          0      56
nand3_1                 30      30
nor3_1                  14      14
conb_1                   1      25
nor2_1                  80      80
a21oi_1                 26      26
mux2_2                  16      16
and3_1                  14      14
nand4_1                 25      25
xnor2_1                 40      40
nor4_1                  17      17
nand2_1                 28      28
dfxtp_1                 87      87
or4_1                   14      14
cells by family after synthesis:
family	synth area share, %
compound gates	6.232
xor+xnor	7.522
fa+ha+maj	1.791
buf+inv	2.561
flops	59.17
mux	2.722
other cells	0.05367
simple gates	19.95
metal layers:
metal / vias to the layer above / share of wire (%) / GRT usage (%)
li1: 2415 / - / -
met2: 110 / 44 / 22.34
met4: 0 / 0.58 / 1.061
met5: - / 0 / 0
met3: 7 / 5.4 / 3.164
met1: 2132 / 50 / 22.86
where the power goes:
part | leakage [µW] | internal (µW) | switching (µW)
Sequential | 0.00154 | 548 | 3.14
Clock | 0.000147 | 467 | 205
Combinational | 0.00115 | 27.4 | 26.7
Total | 0.00283 | 1040 | 235
state kept, by name, indices dropped and copies added (netlist names):
name and count:
bt.counter 28, clk_out2.counter 28, bt.clk_1ms.counter 28, reg0 4
enough 1, reg1 4, bt.button_out 1, toggle_display 1
bt.clk_1ms.clk_di 1, pw_16bit 16, clk_out2.clk_di 1, reg2 4
led7_out 16, count 4, blink_counter 28, reg3 4
worst max path at each step:
stage / slack (ns) / startpoint / endpoint / cells past startpoint
6_report: 2.29 / bt.clk_1ms.counter[0] / bt.clk_1ms.counter[15] / 5
4_1_cts: 2.26 / bt.clk_1ms.counter[0] / bt.clk_1ms.counter[15] / 5
5_1_grt: 2.17 / bt.clk_1ms.counter[0] / bt.clk_1ms.counter[15] / 5
Power is estimated from default activity; no workload was simulated.
